==> flow/config.mk <==
export PLATFORM = sky130hd
export DESIGN_NAME = register_file
export DESIGN_NICKNAME = register_file
export VERILOG_FILES = /design/flow/design.v
export SDC_FILE = /design/flow/constraint.sdc
export NUM_CORES = 4
export LEC_CHECK = 1
export CORE_AREA = 10 10 101 101
export DIE_AREA = 0 0 111 111
==> flow/constraint.sdc <==
current_design register_file

set clk_period 1.6
set clk_io_pct 0.2

create_clock -name clk0 -period $clk_period [get_ports {clk}]

set non_clock_inputs [all_inputs -no_clocks]
set_input_delay [expr $clk_period * $clk_io_pct] -clock clk0 $non_clock_inputs
set_output_delay [expr $clk_period * $clk_io_pct] -clock clk0 [all_outputs]
==> flow/design.v <==
module register_file(
	input clk,
	input [1:0] addra,
	input [1:0] addrb,
	input [1:0] addrw,
	input we,
	input [7:0] wd,
	output reg [7:0] a, 
	output reg [7:0] b
    );
reg [7:0] r0;
reg [7:0] r1;
reg [7:0] r2;
reg [7:0] r3;
always @(posedge clk) begin
	if(we & (addrw == 0)) r0 <= wd;
	else r0 <= r0;
	if(we & (addrw == 1)) r1 <= wd;
	else r1 <= r1;
	if(we & (addrw == 2)) r2 <= wd;
	else r2 <= r2;
	if(we & (addrw == 3)) r3 <= wd;
	else r3 <= r3;
end
always @(*)
	case(addra)
		0: a = r0;
		1: a = r1;
		2: a = r2;
		3: a = r3;
	endcase
always @(*)
	case(addrb)
		0: b = r0;
		1: b = r1;
		2: b = r2;
		3: b = r3;
	endcase
endmodule
==> flow/run.sh <==
#!/bin/bash
# OpenROAD 26Q1-2900-gdf79404cd8, Yosys 0.63+post, stock flow scripts
make -C /OpenROAD-flow-scripts/flow DESIGN_CONFIG=/design/flow/config.mk WORK_HOME=/design/flow/orfs finish
==> Slide: Implementation Results <==
Flow Results at a Glance

Status
  • Status: complete, but fails checks
  • Failing checks: setup timing

Logic synthesis
  • Syn avg cell area: 24.7 µm²
  • Synth Register Bits: 32
  • Post-synthesis cell type count: 7
  • Gate Count Post-Synth: 56
  • Yosys chip area: 0.00139 mm²
  • Mapped Area: 0.00139 mm²
  • Synth Seq Share: 0.694
  • YS warnings: 1
  • Cell total in the yosys stat output: 56

Flow run
  • Max-Cap Viols: 0
  • Tool warning count: 27

Cells and area
  • Commonest Layout Cell: edfxtp_1
  • Top Layout Cells: 32 x edfxtp_1, 18 x buf_2, 16 x mux4_2
  • Fill cells: 810
  • Multi-input logic area: 392 µm²
  • Share of cells above drive strength 1: 0.523
  • Register area: 961 µm²
  • Area Growth Syn to Fin: 45.8%

Timing
  • Hold slack final: 0.681 ns
  • RSZ-0062 raised after global routing: true
  • Setup ws final: -0.0435 ns
  • Tcrit/Tclk final: 1.03
  • Slew headroom: 0.887
  • Fmax: 608 MHz
  • Endpoints failing hold: 0
  • Max-slew violation count: 0
  • Clock period minus final worst setup slack: 1.64 ns
  • Setup TNS Final: -0.105 ns
  • # setup viols final: 5
  • Actual slew at the worst max-slew pin: 0.169 ns

Detailed routing
  • Ant diodes: 0
  • Post-DRT Antenna Nets: 0
  • First-iteration detailed-routing DRC count: 29
  • Routed WL: 3170 µm
  • Vias per inst: 3.55
  • Wirelength per Cell: 14.8 µm
  • Vias: 760
  • DRC: 0
  • Drt first pass iters: 3

Critical path
  • Critical path arrival: 1.32 ns
  • CP endpoint kind: output port
  • Worst Path Required: 1.28 ns
  • CP Launch Type: flop
  • Critical path peak fanout: 2
  • Crit Path Category: flop to output port

CTS
  • Hold_buf cts: 0
  • CTS buffer count: 5
  • Reg clk slew, reported paths: 0.06 ns
  • CTS root buf: clkbuf_8
  • CTS tree: done
  • Clock Path Buffers: 2
  • CTS HTree Levels: 2
  • CTS Sinks: 32

Hold path
  • HP Class: input pin to flop

Global route
  • M2 GR Usage: 0.0837
  • First-pass GRT wire length: 4780 µm
  • Largest net degree at the start of global routing: 10
  • GR Overflow Total: 0
  • Initial antenna violation count: 0
  • All-Layer GR Usage: 0.0506
  • Vias in the first global route: 922
  • GR peak layer: met2
  • Met1 Usage GRT: 0.0523
  • M3 GR Usage: 0.0383

Floorplanning
  • Rows: 33
  • Core area: 0.00813 mm²
  • DIE AREA: 0.0123 mm²
  • Die X: 111 µm
  • Fp util: 0.170
  • Boundary Pins: 32
  • Die Ht: 111 µm

Place
  • Port-buffer cells: 31
  • Routability congestion estimate: 0.703
  • Setup WS pre-CTS: -0.688 ns
  • Post-DP HPWL: 2470 µm

Pwr
  • Maximum VDD drop: 0.266 mV
  • Total Power: 1.78 mW
  • Power Density: 880 mW/mm²
  • Lkg Pwr: 0.702 nW
==> flip-flops by register name, summed over array words and instances, names as in the netlist <==
| name | flops |
|---|---|
| r0 | 8 |
| r2 | 8 |
| r3 | 8 |
| r1 | 8 |
==> where the power goes <==
group	internal (mW)	switching, mW
Sequential	0.969	0.0178
Clock	0.301	0.244
Combinational	0.164	0.0819
==> Yosys cell counts <==
cell	n	area, µm²
buf_6	2	22.5
edfxtp_1	32	961
mux4_2	16	360
clkbuf_2	2	10.0
and3_1	1	6.26
nor3b_1	1	7.51
and3b_1	2	17.5
==> per-stage QoR <==
| step | cell area (µm²) | cells | utilization |
|---|---|---|---|
| final | 2020 | 214 | 0.248 |
| after global routing | 2020 | 214 | 0.248 |
| after CTS | 2010 | 214 | 0.247 |
| after detailed placement | 1940 | 196 | 0.239 |
| after global placement | 1940 | 196 | 0.239 |
| after floorplan | 1390 | 56 | - |
==> path summary, 6_finish.rpt <==
kind | startpoint | to | slack, ns | depth (start not counted)
max | r3[0] | b[0] | -0.04 | 2
min | wd[2] | r1[2] | 0.68 | 1
==> final cells by class <==
class / count / area share
clock buffers: 7 / 0.0378
clock inverters: 1 / 0.00186
multi-input cells: 20 / 0.194
flip-flops and latches: 32 / 0.476
well taps: 105 / 0.0651
repair buffers: 49 / 0.226
==> critical path, cell delays in order (launching register included) <==
cell and delay [ns]:
edfxtp_1 0.40, mux4_2 0.51, buf_2 0.14
==> routing by layer <==
layer	share of wire	wire [µm]
met2	0.48	1530
met3	0.12	374
met5	0	0
met4	0	0
met1	0.40	1270
==> kinds of logic after synthesis <==
group / share of synthesized area
mux: 0.260
flops: 0.694
buf+inv: 0.0235
simple gates: 0.0226
==> what timing repair did <==
action | 4_1_cts | 5_1_grt
setup endpoints to repair | 16 | 16
pin swaps | 0 | 0
gates resized | 60 | 2
setup buffers | 10 | 0
endpoints found under the hold margin | 0 | 0
Power figures rest on the tool's default switching activity, not on a simulated workload.
