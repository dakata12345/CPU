File: flow/config.mk
export PLATFORM = sky130hd
export DESIGN_NAME = alu
export DESIGN_NICKNAME = alu
export VERILOG_FILES = /design/flow/design.v
export SDC_FILE = /design/flow/constraint.sdc
export NUM_CORES = 4
export LEC_CHECK = 1
export CORE_AREA = 10 10 70 70
export DIE_AREA = 0 0 80 80
File: flow/constraint.sdc
current_design alu

set clk_period 6.3
set clk_io_pct 0.2

create_clock -name clk0 -period $clk_period

set non_clock_inputs [all_inputs -no_clocks]
set_input_delay [expr $clk_period * $clk_io_pct] -clock clk0 $non_clock_inputs
set_output_delay [expr $clk_period * $clk_io_pct] -clock clk0 [all_outputs]
File: flow/design.v
module alu(
	input [7:0] a,
	input [7:0] b,
	input [2:0] sel,
	output reg [7:0] r
    );
always@(*)
	case(sel)
		0: r = a+b;
		1: r = a-b;
		2: r = a&b;
		3: r = a|b;
		4: r = a;
		default: r = a|b;
	endcase
endmodule
File: flow/run.sh
#!/bin/bash
# OpenROAD 26Q1-2900-gdf79404cd8, Yosys 0.63+post, stock flow scripts
make -C /OpenROAD-flow-scripts/flow DESIGN_CONFIG=/design/flow/config.mk WORK_HOME=/design/flow/orfs finish
==> run_results.csv <==
group,metric,value,unit
place,routabilityCongestion,0.944,
setup_path,cp-end-kind,"output port",
grt,grt_usage,7.65,%
setup_path,path_buffers,3,
setup_path,path_max_fanout,11,
grt,grt_max_degree,17,
timing,finalSetupViolCount,0,
finish,final_util,33.9,%
floorplan,die_w,80,µm
detailed_routing,n_antenna_cell,0,
flow_run,cap_viol_max_count,0,
place,dp.cells,192,
finish,comb_area,790,µm²
place,placed_cell_area,1160,µm²
detailed_routing,drtAntennaViolNets,0,
timing,period_minus_slack,5.63,ns
grt,grt_pass1_vias,890,
setup_path,cp_common_cell,"clkdlybuf4s50_1",
detailed_routing,drt_iter0_drc,69,
timing,setup_tns,0,ns
flow_run,warnings,34,
setup_path,critPathMaxStageDelay,0.68,ns
finish,seq_area,0,µm²
logic_synthesis,synthDistinctLibCells,39,
timing,min_period_over_period,89.4,%
finish,n_sequential_cell,0,
min_path,worstHoldPathType,"input port to output port",
floorplan,fp.dieH,80,µm
clock_network,postCtsSetupRepairBufs,0,
power_and_ir_drop,leakage,0.426,nW
detailed_routing,vias,950,
status,status,"completed",
setup_path,required,5.04,ns
logic_synthesis,top_cell_area_share,14.6,%
logic_synthesis,yosys_warnings,1,
setup_path,crit_arrival,4.37,ns
floorplan,core_area,3420,µm²
setup_path,cp_cell_sequence,"clkdlybuf4s50_1, nor3b_4, mux2_2, inv_1, ha_1, nor2b_1, o31a_1, o21ai_1, nor4b_1, nor3_1, clkdlybuf4s50_1",
logic_synthesis,yosysChipArea,857,µm²
logic_synthesis,synth.avg_cell_area,6.97,µm²
floorplan,rows,21,
finish,layout-drive-gt1-share,6.85,%
logic_synthesis,synth.area.top_cells,"ha_1 (15%), xnor2_1 (9.2%), nor2_1 (7.4%)",
logic_synthesis,postSynthSeqShare,0,%
detailed_routing,wl,2.50,mm
detailed_routing,first_pass_iters,4,
detailed_routing,viasPerCell,4.95,
grt,grt-ovfl-total,0,
clock_network,cts_hold_buf,0,
logic_synthesis,ys_cells,123,
detailed_routing,drc,0,
logic_synthesis,yosys.area.top_type,"ha_1",
floorplan,core_util_floorplan,25.1,%
power_and_ir_drop,power_density,93.1,nW/µm²
place,dp_hpwl,2.11,mm
logic_synthesis,netlist_area,857,µm²
floorplan,ioPinCount,27,
clock_network,cts_resized,0,
finish,final_area,1160,µm²
setup_path,critPathSlowestCell,"clkdlybuf4s50_1",
detailed_routing,wl_per_cell,13.0,µm
setup_path,worst_setup_path_start_kind,"input port",
floorplan,die_area,6400,µm²
grt,antenna_found_initial,0,
timing,fmax,178,MHz
setup_path,crit_type,"input port to output port",
place,io_buffers,27,
timing,worstMarginPinSlew,0.359,ns
power_and_ir_drop,peakVddDrop,0.0410,mV
timing,slew_viol_final,0,
logic_synthesis,synth_cells,123,
grt,grt_pass1_wl,4.12,mm
timing,relSlewSlack,76.0,%
finish,final_cell_count_no_fill,192,
finish,areaGrowthSynthToFinish,35.2,%
finish,nClkBuffers,0,
timing,hold_viol,0,
finish,fillers,368,
timing,rsz0062_at_grt,"no",
setup_path,path_delay_family,"buffers and inverters",
## Yosys cell counts, types with 4 or more instances
cell type / number
ha_1: 10
maj3_1: 4
nor2_1: 17
nor3_1: 5
o21ai_1: 4
nand2_1: 7
o21ai_0: 4
a21oi_1: 11
inv_1: 6
xnor2_1: 9
o21a_1: 4
## final timing paths
check | endpoint | startpoint | cells past startpoint
worst max-delay path | r[5] | sel[0] | 11
worst min-delay path | r[6] | a[6] | 4
## kinds of logic (layout without fill, tap and decap cells)
| kind of cell | Yosys count | count (layout) | share of synthesized area, % |
|---|---|---|---|
| buffers and inverters | 13 | 36 | 7.88 |
| muxes | 2 | 2 | 2.48 |
| and+or+nand+nor | 46 | 46 | 30.1 |
| adders and majority gates | 15 | 15 | 21.6 |
| xor gates and xnor gates | 9 | 9 | 9.20 |
| AOI/OAI and AO/OA | 38 | 38 | 28.8 |
## per-stage QoR
| stage | total power, W | hold slack [ns] | setup WS (ns) |
|---|---|---|---|
| 6_report | 0.000108 | 3.57 | 0.669 |
| 5_1_grt | 0.000121 | 3.60 | 0.387 |
| 4_1_cts | 0.000109 | 3.57 | 0.659 |
| 3_5_place_dp | 0.000108 | 3.57 | 0.667 |
| 3_3_place_gp | 0.000108 | 3.58 | 0.694 |
| 2_1_floorplan | 0.0000666 | 2.62 | 1.94 |
## cells in the final DEF (no fill, tap or decap), drive strengths merged, types with 3 or more instances in the layout
| cell type | netlist | final |
|---|---|---|
| nand2 | 7 | 7 |
| o21ai | 8 | 8 |
| o21a | 4 | 4 |
| nor3b | 3 | 3 |
| a21oi | 12 | 12 |
| nor3 | 5 | 5 |
| nor2 | 17 | 17 |
| xnor2 | 9 | 9 |
| clkdlybuf4s50 | 0 | 27 |
| nor4b | 3 | 3 |
| a211oi | 3 | 3 |
| inv | 7 | 7 |
| nand2b | 3 | 3 |
| ha | 10 | 10 |
| maj3 | 4 | 4 |
| nand3 | 3 | 3 |
## metal layers
metal	GRT usage [%]	up-vias	routed length (µm)
met4	0	0	0
li1	-	492	-
met5	0	-	0
met1	10.5	420	1160
met2	12.4	38	1120
met3	2.05	0	220
## power breakdown
group / total, W / switching [W] / internal (W) / leakage (nW)
Clock: 0 / 0 / 0 / 0
Combinational: 0.000108 / 0.0000494 / 0.0000584 / 0.426
Sequential: 0 / 0 / 0 / 0
Total: 0.000108 / 0.0000494 / 0.0000584 / 0.426
## final cells by class
type	count	area share, %
Timing Repair Buffer	29	24.6
Inverter	7	2.27
Tap cell	46	4.97
Multi-Input combinational cell	110	68.1
Power is estimated from default activity; no workload was simulated.
